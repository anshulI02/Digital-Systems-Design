--- ./design.v ---
parameter default_speed = 32'd1227;
module audio_speed_controller(
    input clk,
    input speed_up, 
    input speed_down, 
    input speed_reset,
    output reg [31:0] clk_div_end    
);
reg [31:0] temp_count = default_speed;
always_ff @(posedge clk) begin
    case({speed_up, speed_down, speed_reset})
        3'b001: temp_count <= default_speed;
        3'b010: temp_count <= temp_count - 32'd16;
        3'b100: temp_count <= temp_count + 32'd16;
    endcase
end
assign clk_div_end = temp_count;
endmodule
--- ./run.sh ---
#!/bin/bash
# OpenROAD 26Q1-2900-gdf79404cd8, Yosys 0.63+post, stock flow scripts
make -C /OpenROAD-flow-scripts/flow DESIGN_CONFIG=/design/flow/config.mk WORK_HOME=/design/flow/orfs finish
--- ./config.mk ---
export PLATFORM = sky130hd
export DESIGN_NAME = audio_speed_controller
export DESIGN_NICKNAME = audio_speed_controller
export VERILOG_FILES = /design/flow/design.v
export SDC_FILE = /design/flow/constraint.sdc
export NUM_CORES = 4
export LEC_CHECK = 1
export CORE_UTILIZATION = 50
--- ./constraint.sdc ---
current_design audio_speed_controller

set clk_period 12.2
set clk_io_pct 0.2

create_clock -name clk0 -period $clk_period [get_ports {clk}]

set non_clock_inputs [all_inputs -no_clocks]
set_input_delay [expr $clk_period * $clk_io_pct] -clock clk0 $non_clock_inputs
set_output_delay [expr $clk_period * $clk_io_pct] -clock clk0 [all_outputs]
==> metrics.cfg <==
[outcome]
status=complete, no violations

[yosys]
post_synth.cell_area_avg_um2=9.018
edf_count=28
yosysTopAreaCell=edfxtp_1
ys_top_logic_family=AND-OR/OR-AND gates
synth_cells=289
synth_seq_share_pct=32.26
synth_warnings=2
postSynth.asyncResetShare_pct=0
synthXorXnorAreaFrac_pct=6.721
synth-simple-area-share_pct=17.19
yosys_cells=289
synth_top_flop_cell=edfxtp_1
top_cells_by_count=28 x edfxtp_1, 28 x ha_1, 27 x a21oi_1, 27 x nor2_1, 26 x nand2_1
ys_area_um2=2606
ys_types=53
synth_area_um2=2606
aoi_share_pct=23.57
top_cells_by_area=edfxtp_1 32%, ha_1 13%, a21oi_1 5.2%, nor2_1 3.9%, nand2_1 3.7%
top_cell_area_share_pct=32.26
synth-seq-cells=28
ys_sh_mux_pct=2.016
ys_sh_adder_pct=14.21

[clocking]
cts_resized=0
cts_hold_buf=0
worstSkewPairLatency_ns=0.28
cts_root_buf=clkbuf_8
cts_buffer_depth=2
clk_pin_slew_ns=0.10
numCtsBuffers=3
clock-sinks=28
cts_tree=done
post_cts_buffers=0
htreeDepth=1

[global_route]
first_global_vias=2006
gr-total-overflow=0
grt_antenna_before_repair=0
grtUsageTotal_pct=23.48
grt_max_degree=31
grt_pass1_wl_mm=9.639

[setup_path]
worstPathArrival_ns=5.46
path_max_fanout=30
cpMaxStageDelayCell=clkdlybuf4s50_1
crit_chain=clkdlybuf4s50_1, nor2_1, nand2_1, buf_4, fa_1, a21oi_1, o22ai_1, o31ai_4, o31ai_1, a311oi_1, mux2_1
end_kind=flop
path_class=input pin to flop
r2r_start=temp_count[4]$_SDFFCE_PN0P_
crit_path_max_incr_delay_ns=0.46
startpoint_type=input pin
crit_start=speed_down
cp.required_ns=12.24

[placed_design]
portBuffers=31
gp_congestion=0.9023
dpl.cell_count=378
place_hpwl_mm=4.100

[final_timing]
fmax_mhz=184.5
finClkSkew_ns=0.003727
rsz0062_at_grt=no
fin_crit_ns=5.419
finalCritPeriodShare_pct=44.42
slew_headroom_pct=51.21
slew_viol_final=0
setup_viol=0
worstMarginPinSlew_ns=0.7318
tns_ns=0
hold_viol=0

[floorplan]
io_pins=36
die_width_um=74.20
fp-utilization_pct=53.41
rows=25
dieHeight_um=74.20
dieArea_um2=5505
core_um2=4880

[detailed_routing]
first_pass_iters=5
ant_nets=0
routed_wl_mm=5.617
num_vias=2220
drt-wirelength-per-cell_um=14.70
drc=0
drt_iter0_drc=150
num_antenna_cells=0
viasPerCell=5.812

[finish]
area_growth_pct=16.27
largest_register_ffs=28
top_register=temp_count
top_regs=temp_count (28)
fin_cells=382
drive_gt1_share_pct=4.762

[power]
vdd_drop_max_mv=0.07087
leakage_nw=1.116
power.density_nw_per_um2=121.0

[run]
openroad.warnings=28
cap_violations=0

[min_path]
hp-class=flop to flop
hp-start=temp_count[4]$_SDFFCE_PN0P_

worst max-delay path, delay by kind of cell:
kind / cells / cell delay (ns)
AND-OR/OR-AND: 5 / 1.28
adder cells (fa/ha/maj): 1 / 0.44
buffers and inverters: 2 / 0.71
multiplexers: 1 / 0.34
AND/OR/NAND/NOR: 2 / 0.23
placed cells by master, fill, tap and decap left out, types with 2 or more instances in the layout:
cell type         n
o211ai_1          3
nor2b_1           3
a22o_1            2
o31ai_1           3
o31a_1            2
a21o_1            3
o21ai_0           7
nor4_1            2
nand3_1           8
a32oi_1           2
nor2_1           27
and2_1            5
o21bai_1          5
nor3_1            6
buf_4             3
conb_1            4
inv_1             7
mux2i_1           3
a21oi_1          27
xnor2_1          10
ha_1             28
nand2b_1          5
o21a_1            6
a211oi_2          2
a221oi_1          2
clkbuf_8          3
clkdlybuf4s50_1  31
nand2_1          26
or4_1             2
xor2_1           10
nand4_1           6
a211oi_1          3
edfxtp_1         28
o21ai_1          12
stage by stage:
step | hold WS [ns] | worst slack [ns] | util, % | power [mW] | area (um^2)
2_1_floorplan | 0.6340 | 6.919 | - | 0.2462 | 2614
3_3_place_gp | 0.6969 | 6.611 | 60.64 | 0.2929 | 2959
3_5_place_dp | 0.6982 | 6.491 | 60.64 | 0.2927 | 2959
4_1_cts | 0.7188 | 6.791 | 62.10 | 0.3704 | 3030
5_1_grt | 0.7564 | 6.588 | 62.10 | 0.3971 | 3030
6_report | 0.7113 | 6.781 | 62.10 | 0.3668 | 3030
cells by family after synthesis:
group,after synthesis
xor+xnor,20
other cells,2
simple gates,94
fa+ha+maj,29
flops,28
compound gates,90
buf+inv,21
mux,5
where the power goes:
group          switching (mW)  internal (mW)  leakage (nW)
clock network          0.0307         0.0440        0.0357
registers             0.00691          0.121         0.272
logic                  0.0902         0.0745         0.808
total                   0.128          0.239          1.12
final cells by class:
type / instances / area [um^2]
fill: 440 / 1849
multi-input combinational: 242 / 1675
sequential: 28 / 840.8
timing repair buffer: 34 / 332.8
tap: 67 / 83.83
clock buffer: 3 / 41.29
clock inverter: 1 / 30.03
inverter: 7 / 26.28
routing by layer:
metal / share of wire, % / track usage [%] / wire length, um / vias to the layer above
li1: - / - / - / 1139
met1: 52 / 41.54 / 2930 / 1010
met2: 42 / 32.93 / 2344 / 67
met3: 5.2 / 2.198 / 293 / 4
met4: 0.85 / 2.991 / 48 / 0
met5: 0 / 0 / 0 / -
worst paths after layout:
| check | slack (ns) | end | cells past startpoint |
|---|---|---|---|
| min | 0.71 | temp_count[4]$_SDFFCE_PN0P_ | 1 |
| min reg2reg | 0.71 | temp_count[4]$_SDFFCE_PN0P_ | 1 |
| max reg2reg | 9.36 | temp_count[28]$_SDFFCE_PN0P_ | 7 |
| max | 6.78 | temp_count[28]$_SDFFCE_PN0P_ | 11 |
Power figures rest on the tool's default switching activity, not on a simulated workload.
