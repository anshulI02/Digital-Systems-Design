==> flow/design.v <==
`timescale 1ns / 1ps
module Generate_Arbitrary_Divided_Clk32(inclk,outclk,outclk_Not,div_clk_count,Reset);
    input inclk;
	input Reset;
	output outclk;
	output outclk_Not;
	input[31:0] div_clk_count;
	clk_div32 Div_Clk(.inclk(inclk),.outclk(outclk),
	.outclk_not(outclk_Not),.clk_count(div_clk_count),.reset(Reset));
endmodule
module clk_div32 (
	input inclk,
	input reset,
	output outclk,
	output outclk_not,
	input [31:0] clk_count
);
wire [31:0] counter;
assign outclk_not = ~outclk;
always @(posedge inclk) begin
	if (~reset) begin        
		counter <= 32'd0;
	end else if (counter >= clk_count - 1) begin 
        counter <= 32'd0;
        outclk <= ~outclk;
    end else begin
        counter <= counter + 32'd1;
    end
end
endmodule
==> flow/run.sh <==
#!/bin/bash
# OpenROAD 26Q1-2900-gdf79404cd8, Yosys 0.63+post, stock flow scripts
make -C /OpenROAD-flow-scripts/flow DESIGN_CONFIG=/design/flow/config.mk WORK_HOME=/design/flow/orfs finish
==> flow/config.mk <==
export PLATFORM = sky130hd
export DESIGN_NAME = Generate_Arbitrary_Divided_Clk32
export DESIGN_NICKNAME = Generate_Arbitrary_Divided_Clk32
export VERILOG_FILES = /design/flow/design.v
export SDC_FILE = /design/flow/constraint.sdc
export NUM_CORES = 4
export LEC_CHECK = 1
export CORE_UTILIZATION = 40
==> flow/constraint.sdc <==
current_design Generate_Arbitrary_Divided_Clk32

set clk_period 14.7
set clk_io_pct 0.2

create_clock -name clk0 -period $clk_period [get_ports {inclk}]

set non_clock_inputs [all_inputs -no_clocks]
set_input_delay [expr $clk_period * $clk_io_pct] -clock clk0 $non_clock_inputs
set_output_delay [expr $clk_period * $clk_io_pct] -clock clk0 [all_outputs]
==> results.py <==
# Auto-generated metrics
metrics = {
    "status": {
        "status": "complete, but fails checks",
        "violations": "design-rule violations",
    },
    "grt": {
        "grt_pass1_wl_mm": 10.56,
        "grt_pass1_vias": 2175,
        "grt_max_degree": 28,
        "grt_util_all_layers_pct": 18.89,
        "overflow": 0,
        "antenna_found_initial": 0,
    },
    "drt": {
        "wire_per_inst_um": 14.30,
        "drc": 9,
        "top_layer_used": "met4",
        "totalWireLength_mm": 6.233,
        "via_per_inst": 5.445,
        "dr.first_iter.drc_count": 68,
        "route.vias.total": 2374,
        "drtPass1Iterations": 47,
        "dr_wl_met2_mm": 2.528,
        "antenna_cells": 0,
        "routed-wl-met3_um": 249,
        "wl_met1_mm": 3.421,
        "ant_nets": 0,
    },
    "critical_path": {
        "end_kind": "flop",
        "crit_required_ns": 14.69,
        "crit_family": "simple AND/OR/NAND/NOR gates",
        "crit_path_frequent_cell": "or4_1",
        "critPathKind": "in -> reg",
        "path_cells": "clkdlybuf4s50_1 -> or4_1 -> or4_4 -> nor4_4 -> nand2_1 -> xor2_1 -> ha_1 -> nand4_1 -> or4_1 -> a311oi_4 -> buf_4 -> o31a_1",
        "critPathSlowestCell": "or4_1",
        "worstPathMaxFanout": 20,
        "r2r_slack_ns": 11.47,
        "start_kind": "input pin",
        "slowest_delay_ns": 0.65,
        "cp.arrival_ns": 7.52,
        "worst-path-buf-inv": 2,
    },
    "clocking": {
        "htreeDepth": 2,
        "cts_made_buffers": 5,
        "insertion_delay_ns": 0.28,
        "cts_setup_buffers": 0,
        "hold_buffers": 0,
        "cts_max_path_buffers": 2,
        "ctsRootBufferMaster": "clkbuf_8",
        "cts_resized": 0,
        "cts.sinks": 33,
        "cts_tree": "built",
        "path_clk_slew_ns": 0.06,
    },
    "logic_synthesis": {
        "ys_seq_share_pct": 24.93,
        "logic_family": "simple AND/OR/NAND/NOR gates",
        "ys_sh_mux_pct": 0,
        "adder_share_pct": 15.81,
        "aoi_share_pct": 5.907,
        "syn_area_um2": 2690,
        "synth_top_area_share_pct": 23.81,
        "yosysWarnings": 5,
        "synthSimpleGateAreaFrac_pct": 31.81,
        "yosys_cells": 320,
        "synth_flops": 33,
        "xor_share_pct": 19.53,
        "yosysTopAreaCell": "dfxtp_1",
        "synth.distinct_cells": 38,
        "syn_avg_cell_area_um2": 8.407,
        "top_cells_by_area": "dfxtp_1 (24%), ha_1 (16%), xnor2_1 (9.8%), xor2_1 (9.8%), nor3_1 (8.7%)",
        "syn_inst": 320,
        "ys_chip_area_um2": 2690,
    },
    "finish": {
        "drive_gt1_share_pct": 5.292,
        "num-fill-cells": 627,
        "lay_top_cells": "nor3_1 (47), clkdlybuf4s50_1 (35), ha_1 (34), dfxtp_1 (32)",
        "layout_top_cell": "nor3_1",
        "post-route-util_pct": 50.40,
        "syn2layout_area_growth_pct": 20.33,
    },
    "sta": {
        "fmax_mhz": 132.9,
        "worst_pin_slew_ns": 0.7382,
        "min_period_ns": 7.527,
        "grt_setup_unrepaired": "no",
        "tns_ns": 0,
        "slew-limit-headroom_pct": 50.78,
        "slew_viol_final": 0,
        "setup_viol": 0,
        "finalCritPeriodShare_pct": 51.21,
        "fin_skew_ns": 0.005430,
        "hold_viol": 0,
    },
    "floorplanning": {
        "die-area_um2": 7057,
        "row_count": 29,
        "die_width_um": 84.01,
        "fp_util_pct": 41.89,
        "core_um2": 6422,
        "dieHeight_um": 84.01,
        "num_io_pins": 36,
    },
    "power_and_ir_drop": {
        "p_per_area_nw_per_um2": 58.56,
        "p_leak_nw": 1.178,
        "ir_worst_vdd_mv": 0.03319,
        "power_uw": 189.5,
    },
    "placement": {
        "port_buffers": 35,
        "gp_congestion": 0.9330,
        "dp_hpwl_mm": 4.819,
    },
    "job": {
        "warnings": 25,
        "drv_cap": 0,
    },
    "min_path": {
        "min_path_type": "reg -> reg",
    },
}
-- cell type report --
class | count | area, um2 | area share, %
multi-input cells | 274 | 1977 | 61.07
repair buffers | 40 | 387.9 | 11.98
flip-flops and latches | 33 | 670.6 | 20.72
clock buffers | 7 | 86.33 | 2.667
inverters | 5 | 18.77 | 0.5798
well taps | 77 | 96.34 | 2.976
-- path summary, 6_finish.rpt --
path	start	endpoint	cells after the start
worst min register to register	Div_Clk.counter[0]$_SDFF_PP0_	Div_Clk.counter[0]$_SDFF_PP0_	1
worst max register to register	Div_Clk.counter[15]$_SDFF_PP0_	Div_Clk.outclk$_DFFE_PP_	7
worst min-delay path	Div_Clk.counter[0]$_SDFF_PP0_	Div_Clk.counter[0]$_SDFF_PP0_	1
worst max-delay path	div_clk_count[9]	Div_Clk.outclk$_DFFE_PP_	12
-- per-layer routing --
layer	GRT usage (%)	vias to the layer above
met5	0	-
met1	31.10	1074
met4	1.411	0
li1	-	1250
met3	2.912	2
met2	27.35	48
-- state kept, by name (all words and copies together), names as in the netlist --
register	flops
Div_Clk.counter	32
Div_Clk.outclk	1
-- kinds of logic (layout without fill, tap and decap cells) --
family                     after synthesis  count (layout)
buffers and inverters                   13              52
AOI/OAI and AO/OA                       26              26
adders and majority gates               34              34
xor gates and xnor gates                60              60
DFF                                     33              33
and+or+nand+nor                        154             154
-- Yosys cell counts --
| master | n |
|---|---|
| o31a_1 | 1 |
| nor2_1 | 15 |
| and4_1 | 4 |
| nor3b_1 | 2 |
| nand2b_1 | 1 |
| or4bb_1 | 1 |
| xnor2_1 | 30 |
| nand4_1 | 13 |
| nor4_1 | 5 |
| nand3_1 | 17 |
| a21o_1 | 1 |
| a221oi_1 | 1 |
| or4b_1 | 1 |
| nor4_4 | 1 |
| nor4_2 | 2 |
| a311oi_2 | 1 |
| o21a_1 | 2 |
| and2b_1 | 2 |
| or4_4 | 1 |
| dfxtp_1 | 32 |
| nand3b_1 | 1 |
| a21oi_1 | 14 |
| nand4b_1 | 1 |
| clkbuf_1 | 4 |
| inv_1 | 5 |
| o21ai_0 | 5 |
| nand2_1 | 23 |
| xor2_1 | 30 |
| or4_1 | 4 |
| edfxtp_1 | 1 |
| or3b_2 | 1 |
| or2_2 | 2 |
| and3_1 | 3 |
| ha_1 | 34 |
| a2111oi_0 | 1 |
| or3_1 | 7 |
| nor3_1 | 47 |
| buf_2 | 4 |
-- through the flow --
stage	instance area (um2)	setup slack, ns	hold slack, ns	cells
floorplan	2690	8.345	0.4568	320
global placement	3151	6.881	0.4880	429
detailed placement	3151	6.860	0.4870	429
CTS	3237	7.135	0.4962	436
global route	3237	6.870	0.5198	436
finish	3237	7.173	0.4907	436
-- power breakdown --
group / switching, mW / internal, mW / total (mW)
Sequential: 0.000777 / 0.0905 / 0.0913
Clock: 0.0322 / 0.0372 / 0.0694
Combinational: 0.0133 / 0.0156 / 0.0289
Total: 0.0463 / 0.143 / 0.190
Power figures rest on the tool's default switching activity, not on a simulated workload.
