$ cat constraint.sdc
current_design address_generator

set clk_period 8.5
set clk_io_pct 0.2

create_clock -name clk0 -period $clk_period [get_ports {inclk}]

set non_clock_inputs [all_inputs -no_clocks]
set_input_delay [expr $clk_period * $clk_io_pct] -clock clk0 $non_clock_inputs
set_output_delay [expr $clk_period * $clk_io_pct] -clock clk0 [all_outputs]
$ cat run.sh
#!/bin/bash
# OpenROAD 26Q1-2900-gdf79404cd8, Yosys 0.63+post, stock flow scripts
make -C /OpenROAD-flow-scripts/flow DESIGN_CONFIG=/design/flow/config.mk WORK_HOME=/design/flow/orfs finish
$ cat config.mk
export PLATFORM = sky130hd
export DESIGN_NAME = address_generator
export DESIGN_NICKNAME = address_generator
export VERILOG_FILES = /design/flow/design.v
export SDC_FILE = /design/flow/constraint.sdc
export NUM_CORES = 4
export LEC_CHECK = 1
export CORE_UTILIZATION = 40
$ cat design.v
module address_generator (
    input inclk,
    input audio_clk,
    input start_read,
    input direction,
    input restart,
    input end_flash,
    input [31:0] flash_mem_readdata,
    output reg start_flash,
    output reg finish,
    output reg flash_mem_read,
    output reg [22:0] flash_mem_address,
    output reg [3:0] flash_mem_byteenable,
    output reg [7:0] audio_data
);
parameter last_address = 23'h7FFFF;
parameter idle = 4'b0000;
parameter read_from_flash = 4'b0001;
parameter upper_data = 4'b0010;
parameter read_upper_data = 4'b0011;
parameter lower_data = 4'b0100;
parameter read_lower_data = 4'b0101;
parameter check_direction = 4'b0110;
parameter inc_mem_address = 4'b0111;
parameter dec_mem_address = 4'b1000;
parameter finished = 4'b1001;
reg [3:0] state = idle;
initial begin
    flash_mem_address = 0;
end
always @(posedge inclk) begin
    case (state)
        idle: begin
            if (start_read) begin
                state <= read_from_flash;
            end
        end
        read_from_flash: begin
            if (end_flash) begin
                state <= upper_data;
            end
        end
        upper_data: begin
            if (audio_clk) begin
                state <= read_upper_data;
            end
        end
        read_upper_data: begin
            state <= lower_data;
        end
        lower_data: begin
            if (audio_clk) begin
                state <= read_lower_data;
            end
        end
        read_lower_data: begin
            state <= check_direction;
        end
        check_direction: begin
            state <= direction ? dec_mem_address : inc_mem_address;
        end
        inc_mem_address: begin
            state <= finished;
        end
        dec_mem_address: begin
            state <= finished;
        end
        finished: begin
            state <= idle;
        end
        default: begin
            state <= idle;
        end
    endcase
end
always @(posedge inclk) begin
    case (state)
        read_upper_data: begin
            if (direction) begin
                audio_data <= flash_mem_readdata[31:24];
            end else begin
                audio_data <= flash_mem_readdata[7:0];
            end
            flash_mem_address <= flash_mem_address;
        end
        read_lower_data: begin
            if (direction) begin
                audio_data <= flash_mem_readdata[7:0];
            end else begin
                audio_data <= flash_mem_readdata[31:24];
            end
            flash_mem_address <= flash_mem_address;
        end
        dec_mem_address: begin
            if (restart) begin
                flash_mem_address <= last_address;
            end else begin
                flash_mem_address <= flash_mem_address - 23'd1;
                if (flash_mem_address == 0) begin
                    flash_mem_address <= last_address;
                end
            end
            audio_data <= audio_data;
        end
        inc_mem_address: begin
            if (restart) begin
                flash_mem_address <= 0;
            end else begin
                flash_mem_address <= flash_mem_address + 23'd1;
                if (flash_mem_address > last_address) begin
                    flash_mem_address <= 0;
                end
            end
            audio_data <= audio_data;
        end
        default: begin
            flash_mem_address <= flash_mem_address;
            audio_data <= audio_data;
        end
    endcase
end
always @(*) begin
    flash_mem_byteenable = 4'b1111;
    start_flash = (state == read_from_flash);
    flash_mem_read = (state == read_from_flash);
    finish = (state == finished);
end
endmodule
==> run notes <==
State of the implementation.

- The flow ran to the end, and the final reports show no timing, DRC or antenna violations.
- The mean instance size in the synthesized netlist is 9.42 um^2, for reference.
- The synthesis report lists the Yosys warning total as 1.
- The clock tree buffer depth is 2, for reference.
- The number of global-route vias before repair is 2,223.
- The HPWL after detailed placement is 4470 um.
- The initial antenna violation count was 0.
- The number of buffers created by CTS is 5, for reference.
- The power share of the combinational group is 0.364, for reference.
- Internal power comes to 0.478 mW.
- TritonCTS built the clock tree.
- In this run the worst hold path is classified as reg -> reg.
- The initial detailed-routing violation count is 179, for reference.
- Antenna repair during routing inserted a diode count of 0.
- Looking at the clock tree report, the root buffer type is clkbuf_8.
- The number of clock sinks is 35, for reference.
- From bottom edge to top edge, the die measures 83.1 um.
- The cell with the most instances after synthesis is edfxtp_1, for reference.
- The area of the die is 0.00690 mm^2, for reference.
- For the worst setup path, the data required time is 6800 ps.
- Looking at the reg2reg group, the worst path starts from flash_mem_address[7]$_DFFE_PP_.
- In this run the tool buffered the top-level ports with 55 buffer cells.
- The sequential fraction of design power is 0.474, for reference.
- Clock-pin slew was measured on the worst setup and hold paths at 70 ps.
- Across the VDD grid, the largest voltage drop is 111 uV.
- The largest driver fanout on the critical path is 12, for reference.
- The capture point of the worst reg-to-reg path is flash_mem_address[4]$_DFFE_PP_, for reference.
- In the final layout, the share of cells above drive strength 1 is 0.0985.
- The main area contributors are edfxtp_1 40%, xnor2_1 3.7%, mux2_2 3.4%, nand3_1 3.2%, nand4_1 2.9%.
- The clock tree skew after final layout is 10.2 ps, for reference.
- The post-CTS setup buffer count is 0, for reference.
- The number of pins with negative max-slew slack in the final report is 0, for reference.
- After technology mapping, the gate count stands at 279.
- The worst hold-check slack is 705 ps, for reference.
- The clock period could shrink to 3640 ps.
- The DRC violation total left in the routed layout is recorded as 0.
- In the final report, the number of endpoints failing setup comes to 0.
- The number of hold buffers added after CTS was 0.
- The area of the placeable core is 0.00635 mm^2, for reference.
- The wire length of the first global-routing pass is 11,000 um, for reference.
- The fraction of post-synthesis cell area in the top cell type by area is 0.400, for reference.
- After detailed routing, the total wire length is 6640 um.
- The synthesized design contains 35 enable-type register cells.
- The maximum clock frequency is 275 MHz, for reference.
- Dividing the detail-routed wire length by the instance count gives 16.5 um.
- The starting density of the core is 0.414, for reference.
- Of all flip-flops after synthesis, the portion carrying an async set or reset was 0.
- On the critical path, the stage with the largest delay is an instance of edfxtp_1.
- Entering global routing, the biggest net connects 24 pins.
- The worst-case max-slew headroom was logged as 0.492.
- The worst setup path is of the reg -> out kind.
- The reported net switching power is 0.260 mW, for reference.
- The share of total power in the clock network is 0.163, for reference.
- The net switching fraction of the power is 0.352, for reference.
- The remaining antenna violation count is 0, for reference.
- The leading register cell type out of synthesis is edfxtp_1, for reference.
- The die width is 83.1 um, for reference.
- The count of final hold-check violations is 0, for reference.
- On the worst path, the slowest cell contributes a delay of 550 ps.
- The cell family contributing the most delay on the critical path is simple AND/OR/NAND/NOR gates.
- The report lists the power per cell area as 225 mW/mm^2.
- The startpoint type of the worst setup path is a flip-flop, for reference.
- The cell total in the yosys stat output is 279, for reference.
- For this run, the detailed router's first-pass iteration total came to 4.
- The layout has 572 filler cells.
- The H-tree generated during clock tree synthesis spans 2 levels.
- The cell resize tally after clock tree synthesis is 0, for reference.
- The count of vias placed by the detailed router is 2,376, for reference.
- The area growth from synthesis to layout is 24.4%, for reference.
- The worst hold path depth is 2, for reference.
- The global routing report lists combined usage of all routing layers as 0.204.
- The number of buffers and inverters on the critical path is 1, for reference.
- The critical path arrival is 1940 ps, for reference.
- For this design the static power due to leakage is 1.03 nW.
- The sum of overflow across all layers after global routing is 0, for reference.
- For the worst flop-to-flop path, the logic depth is 5.
- The synthesis run shows the most used standard cells to be 35 x edfxtp_1, 20 x nor2_1, 17 x nand3_1, 16 x nand2_1, 15 x o21ai_0.
- The number of warnings in the stage logs is 43, for reference.
- The register-to-register setup slack is 5590 ps, for reference.
- In the synthesis report, Yosys lists the chip area as 0.00263 mm^2.
- Once layout is complete, the utilization of the core stands at 0.515.
- The final weighted congestion recorded by global placement is 0.846.
- The startpoint identified for the worst hold timing path is flash_mem_address[20]$_DFFE_PP_.
- The kind of end point of the critical path is an output pin, for reference.
- The post-synthesis cell type count is 64, for reference.
- The sum of negative setup slack is 0 ps, for reference.
- In this run the count of I/O pins placed on the die edge is 76.
- Sorting the Yosys area breakdown by cell type puts at the top edfxtp_1.
- The post-route fraction of the period consumed by the critical path is 0.428, for reference.
- The post-synthesis sequential element count is 35, for reference.
- Setup repair after global routing left no endpoint under its margin.
- The report lists the cells along the critical path as nand2b_1 -> nor3_1 -> clkdlybuf4s50_1.
- For the pin with the worst max-slew slack, the measured transition is 757 ps.
- The clock latency on the worst-skew pair is 300 ps, for reference.
- Per the detail_route report, vias per standard cell equal 5.91.
- For hold timing, the worst endpoint is flash_mem_address[20]$_DFFE_PP_.
- The number of placement rows is 29, for reference.
- In this run the cell area of the synthesized design comes to 0.00263 mm^2.
- For this run, the register share of the synthesized area comes to 0.400.
- The max-capacitance violation count is 0, for reference.
## placed cells by master, fill, tap and decap left out, types with 4 or more instances in the layout
master and n:
edfxtp_1 35, nand3_1 17, o21ai_0 15, conb_1 4
and3_1 4, xnor2_1 11, mux2_2 8, nor4_1 5
nor2_1 20, clkbuf_8 5, nand2_1 16, or3_1 7
nand4_1 12, and2_1 4, clkdlybuf4s50_1 55, nor3_1 10
a21oi_1 6, inv_1 6, nand2b_1 5, a31oi_1 9
o211ai_1 6
## sequential cells by signal (all words and copies together) (netlist names)
| signal | count |
|---|---|
| state | 4 |
| flash_mem_address | 23 |
| audio_data | 8 |
## logic make-up after synthesis
group / synth area share
XOR/XNOR: 0.0400
buffers and inverters: 0.0538
adder cells (fa/ha/maj): 0.0143
other: 0.00143
flip-flops: 0.400
AND-OR/OR-AND: 0.178
AND/OR/NAND/NOR: 0.279
multiplexers: 0.0343
## power by group through the flow
stage	Clock, mW	Combinational [mW]	Sequential [mW]
final	0.120	0.268	0.349
after global routing	0.127	0.296	0.363
after CTS	0.122	0.271	0.349
## layout make-up
| type | instances | area, um^2 | area share |
|---|---|---|---|
| Timing Repair Buffer | 58 | 573 | 0.175 |
| Inverter | 6 | 22.5 | 0.00689 |
| Sequential cell | 35 | 1050 | 0.321 |
| Tap cell | 77 | 96.3 | 0.0295 |
| Multi-Input combinational cell | 218 | 1450 | 0.443 |
| Clock inverter | 2 | 7.51 | 0.00230 |
| Clock buffer | 6 | 72.6 | 0.0222 |
## per-layer routing
layer | up-vias | wire length [um] | GRT usage
met5 | - | 0 | 0
met4 | 0 | 76 | 0.0266
met3 | 9 | 606 | 0.0525
met2 | 102 | 2920 | 0.294
met1 | 1092 | 3040 | 0.332
li1 | 1173 | - | -
## worst max path at each step
stage	startpoint	endpoint	slack (ps)	cells after the start
finish	state[1]$_DFFE_PP_	flash_mem_read	4860	3
global route	state[1]$_DFFE_PP_	flash_mem_read	4740	3
CTS	state[1]$_DFFE_PP_	flash_mem_read	4870	3
## through the flow
step,instance area [um^2],power (mW),setup WS [ps],std cells
global placement,3190,0.621,4760,394
global route,3270,0.786,4740,402
finish,3270,0.738,4860,402
detailed placement,3190,0.621,4760,394
CTS,3270,0.742,4870,402
floorplan,2640,0.487,5660,282
## worst min-delay path, stage by stage (launching register included)
cell      delay, ps
edfxtp_1        420
xnor2_1         100
nor2_1           70
Power is estimated from default activity; no workload was simulated.
